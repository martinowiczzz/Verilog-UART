==> design/flow/run.sh <==
#!/bin/bash
# OpenROAD 26Q1-2900-gdf79404cd8, Yosys 0.63+post, stock flow scripts
make -C /OpenROAD-flow-scripts/flow DESIGN_CONFIG=/design/flow/config.mk WORK_HOME=/design/flow/orfs finish
==> design/flow/config.mk <==
export PLATFORM = sky130hd
export DESIGN_NAME = uart_rx
export DESIGN_NICKNAME = uart_rx
export VERILOG_FILES = /design/flow/design.v
export SDC_FILE = /design/flow/constraint.sdc
export NUM_CORES = 4
export LEC_CHECK = 1
export CORE_UTILIZATION = 30
==> design/flow/constraint.sdc <==
current_design uart_rx

set clk_period 4.2
set clk_io_pct 0.2

create_clock -name clk0 -period $clk_period [get_ports {sysclk}]

set non_clock_inputs [all_inputs -no_clocks]
set_input_delay [expr $clk_period * $clk_io_pct] -clock clk0 $non_clock_inputs
set_output_delay [expr $clk_period * $clk_io_pct] -clock clk0 [all_outputs]
==> design/flow/design.v <==
module uart_rx #(
   parameter integer SYSCLK_FREQUENCY_HZ = 125000000,
   parameter integer BAUDRATE = 9600, 
   parameter integer DATA_LENGTH = 8,
   parameter DOUBLE_STOPBIT = 0,
   parameter [1:0] PARITY = 0
) (sysclk, serial, active, ready, error, data);
   localparam [1:0] STATE_IDLE = 2'd0;
   localparam [1:0] STATE_RX = 2'd1;
   localparam [1:0] STATE_STOP = 2'd2;
   localparam [1:0] STATE_CHECK = 2'd3;
   localparam integer RX_LENGTH = PARITY ? DATA_LENGTH+1 : DATA_LENGTH;
   localparam integer RX_IDX_WIDTH = $clog2(RX_LENGTH);
   localparam integer CLK_CYCLES_PER_SYMBOL = (SYSCLK_FREQUENCY_HZ / BAUDRATE);
   localparam integer UART_CYCLE_CNT_WIDTH = $clog2(CLK_CYCLES_PER_SYMBOL);
   input sysclk;
   input serial;
   output reg active;
   output reg ready;
   output reg error;
   output [DATA_LENGTH-1:0] data;
   reg [RX_LENGTH-1:0] i_data = 0;
   reg [1:0] state = STATE_IDLE;
   reg [RX_IDX_WIDTH-1:0] rx_idx = 0;
   reg recv_stop = 0;
   reg [UART_CYCLE_CNT_WIDTH-1:0] uart_cycle_cnt = 0;
   always @(posedge sysclk) begin
      case (state)
         STATE_IDLE: begin
            recv_stop <= 1'b0;
            error <= 1'b0;
            ready <= 1'b0;
            rx_idx <= 3'd0;
            if (serial == 1'b0) begin
               active <= 1'b1;
               if (uart_cycle_cnt == CLK_CYCLES_PER_SYMBOL/2) begin
                  uart_cycle_cnt <= 0;
                  state <= STATE_RX;
               end else begin
                  uart_cycle_cnt <= uart_cycle_cnt + 1;
               end
            end else begin
               uart_cycle_cnt <= 0;
               active <= 1'b0;
            end
         end
         STATE_RX: begin
            if (uart_cycle_cnt == CLK_CYCLES_PER_SYMBOL-1) begin
               i_data[rx_idx] <= serial;
               if (rx_idx == RX_LENGTH-1) begin
                  state <= STATE_STOP;
               end
               rx_idx <= rx_idx+1;
               uart_cycle_cnt <= 0;
            end else begin
               uart_cycle_cnt <= uart_cycle_cnt + 1;
            end
         end
         STATE_STOP: begin
            if (uart_cycle_cnt == CLK_CYCLES_PER_SYMBOL-1) begin
               if (serial == 1'b1) begin
                  if (DOUBLE_STOPBIT && !recv_stop) begin
                     recv_stop <= 1'b1;
                  end else begin
                     state <= STATE_CHECK;
                  end
                  uart_cycle_cnt <= 0;
               end
            end else begin
               uart_cycle_cnt <= uart_cycle_cnt + 1;
            end
         end
         STATE_CHECK: begin
            if (uart_cycle_cnt == (CLK_CYCLES_PER_SYMBOL-1)/2 - 1) begin
               error <= PARITY && (PARITY[0] ^ (^i_data));
               ready <= 1'b1;
               uart_cycle_cnt <= 0;
               active <= 1'b0;
               state <= STATE_IDLE;
            end else begin
               uart_cycle_cnt <= uart_cycle_cnt + 1;
            end       
         end
         default: begin
            i_data <= 0;
            active <= 1'b0;
            uart_cycle_cnt <= 0;
            state <= STATE_IDLE;
         end
      endcase
   end
   assign data = i_data[DATA_LENGTH-1:0];
endmodule
==> reports/qor.json <==
{
  "use_met3_pct": 2.92,
  "cts_tree": "built",
  "drv_slew": 0,
  "top_cells_by_instance_count_after_synthesis": "29 x edfxtp_1, 13 x a21oi_1, 12 x ha_1, 11 x nand2_1, 10 x nor2_1",
  "max_cap_viol_count": 0,
  "r2r_setup_slack_ps": 1980,
  "log.warning_count": 33,
  "power.switching_uw": 131,
  "drt_iter0_markers": 65,
  "clockBufferDepth": 2,
  "post_dr_vias_cell": 4.84,
  "routed_wire_length_per_instance_um": 12.3,
  "grt_remaining_overflow": 0,
  "crit_required_ps": 4150,
  "power.sequential.fraction_pct": 52.1,
  "route.final.wire_length_mm": 3.03,
  "row_count": 27,
  "met1_usage_pct": 17.1,
  "antenna_found_initial": 0,
  "routabilityCongestion": 0.828,
  "finalCritPeriodShare_pct": 57.3,
  "post_synth_instance_area_mm2": 0.00177,
  "ff2ff_path_depth": 4,
  "clock-root-buffer": "clkbuf_8",
  "yosys.area.top_type": "edfxtp_1",
  "holdWs_ps": 554,
  "timing.final.hold_violations": 0,
  "core_util_floorplan_pct": 31.6,
  "worst-slew-pin-transition_ps": 694,
  "hold_class": "reg -> reg",
  "synth-seq-area-share_pct": 49.2,
  "die_height_um": 78.9,
  "timing.critical_path.to_type": "flip-flop",
  "power.density_cell_area_mw_per_mm2": 315,
  "switching_share_pct": 20.2,
  "via_count_of_the_first_global_routing_pass": 1144,
  "topCellsByArea": "edfxtp_1 49%, ha_1 8.5%, a21oi_1 3.7%, xor2_1 3.5%, mux2_2 3.2%",
  "achievable-frequency_mhz": 415,
  "worstHoldEndpoint": "i_data[1]",
  "die.size.x_um": 78.9,
  "r2r-end": "uart_cycle_cnt[13]",
  "status": "finished clean",
  "crit_path_max_fanout": 10,
  "synthDominantCellAreaShare_pct": 49.2,
  "ys_async_sr_fraction_pct": 0,
  "place_hpwl_mm": 2.11,
  "post_cts_hold_buffer_count": 0,
  "ff_type": "edfxtp_1",
  "hp-start": "i_data[1]",
  "edf_count": 29,
  "fin_worst_skew_ps": 9.17,
  "critPathLaunchType": "input port",
  "clk_pin_slew_worst_paths_ps": 70,
  "yosysWarningCount": 1,
  "setup_slack_ps": 1790,
  "num_vias": 1195,
  "netlist-cell-type-count": 39,
  "syn_area_per_cell_um2": 11.1,
  "cts_buffers": 5,
  "yosys-stat-cells": 159,
  "vdd.ir_drop.worst_v": 0.000267,
  "antenna_violating_nets_post_route": 0,
  "power.internal_uw": 518,
  "grt_most_used_layer": "met1",
  "postSynthCellCount": 159,
  "power_frac_comb_pct": 5.1,
  "synthToLayoutAreaGrowth_pct": 16.4,
  "drtPass1Iterations": 4,
  "post-layout-total-power_uw": 649,
  "criticalPathCategory": "in -> reg",
  "maxSlewHeadroom_pct": 53.7,
  "leakage_nw": 0.758,
  "filler_cell_count": 570,
  "power.clock.fraction_pct": 42.7,
  "grt_start_max_net_pins": 15,
  "yosys_register_bits": 29,
  "global_route_wire_length_before_repair_mm": 5.34,
  "ioPinCount": 13,
  "setup-violations-final": 0,
  "die_area_mm2": 0.00622,
  "grt_util_all_layers_pct": 11.0,
  "worstSkewPairLatency_ps": 280,
  "timing.setup.tns_ps": 0,
  "post_cts_resize_count": 0,
  "cts_htree_levels": 2,
  "port_buffers": 11,
  "num_antenna_cells": 0,
  "min_period_ps": 2410,
  "dp_worst_setup_slack_ps": 1440,
  "grt_setup_unrepaired": "no",
  "hold_path_depth": 2,
  "global_route.usage.met2_pct": 16.4,
  "core_mm2": 0.00561,
  "yosys.cell_count.top_type": "edfxtp_1",
  "synth-area-yosys_mm2": 0.00177,
  "cts.sinks": 29,
  "r2r_path_start": "uart_cycle_cnt[2]",
  "critPathArrivalTime_ps": 2360,
  "remaining_drc_errors": 0,
  "drive_above_1_share_pct": 10.3,
  "post_cts.repair.setup_buffers": 0
}
==> state kept, by name, indices dropped and copies added (netlist names) <==
name            count
state               2
rx_idx              3
i_data              8
active              1
uart_cycle_cnt     14
ready               1
==> worst max-delay path, stage by stage <==
cell and delay [ps]:
clkdlybuf4s50_1 670, nor2b_1 100, a2111oi_0 310, o21ai_0 140, a211oi_1 290
==> cell families after synthesis <==
logic type	share of synthesized area, %
and+or+nand+nor	20.4
DFF	49.2
AOI/OAI and AO/OA	9.11
xor gates and xnor gates	6.43
adders and majority gates	8.47
buffers and inverters	3.04
muxes	3.18
other	0.212
==> placed cells by master (no fill, tap or decap), drive strengths merged, types with 5 or more instances in the layout <==
master and count:
xor2 7, xnor2 6, a21oi 13, clkbuf 6
nor2 10, o21ai 6, nand2 11, edfxtp 29
nand3 7, clkdlybuf4s50 11, inv 8, mux2 5
ha 12
==> power groups by stage <==
stage | sequential [mW] | clock [mW] | combinational, mW
CTS | 0.338 | 0.284 | 0.0336
global route | 0.340 | 0.293 | 0.0384
finish | 0.338 | 0.277 | 0.0333
==> area by class of cell <==
type	count	area, um^2	share of cell area, %
Multi-Input combinational cell	118	847	41.1
Sequential cell	29	871	42.2
Tap cell	72	90.1	4.37
Inverter	8	30.0	1.46
Clock inverter	2	33.8	1.64
Timing Repair Buffer	12	118	5.70
Clock buffer	6	72.6	3.52
==> per-stage QoR <==
stage	instance area [um^2]	util, %	std cells
after floorplan	1770	-	159
after global placement	1960	34.9	239
after global routing	2060	36.8	247
final	2060	36.8	247
after CTS	2060	36.8	247
after detailed placement	1960	34.9	239
==> routing by layer <==
metal	vias up	routed length, um	part of all wire, %
li1	619	-	-
met1	550	1600	53
met2	19	1280	42
met3	7	111	3.7
met4	0	43	1.4
met5	-	0	0
==> worst max-delay path by stage <==
stage / start / to / cells past startpoint
6_report: serial / state[1] / 5
5_1_grt: serial / state[0] / 5
4_1_cts: serial / state[1] / 5
No activity file was given, so power comes from the tool's default toggle rates.
