<file path="design.v">
module uart_tx #(
   parameter integer SYSCLK_FREQUENCY_HZ = 125000000,
   parameter integer BAUDRATE = 9600, 
   parameter integer DATA_LENGTH = 8,
   parameter DOUBLE_STOPBIT = 0,
   parameter [1:0] PARITY = 0
) (sysclk, start, data, ready, serial);
   localparam [1:0] STATE_IDLE = 2'd0;
   localparam [1:0] STATE_TX = 2'd1;
   localparam [1:0] STATE_PARITY = 2'd2;
   localparam [1:0] STATE_STOP = 2'd3;
   localparam integer DATA_IDX_WIDTH = $clog2(DATA_LENGTH);
   localparam integer CLK_CYCLES_PER_SYMBOL = (SYSCLK_FREQUENCY_HZ / BAUDRATE);
   localparam integer UART_CYCLE_CNT_WIDTH = $clog2(CLK_CYCLES_PER_SYMBOL);
   input sysclk;
   input start;
   input [DATA_LENGTH-1:0] data;
   output reg ready;
   output reg serial = 1'b1;
   reg [1:0] state = STATE_IDLE;
   reg [DATA_IDX_WIDTH-1:0] data_idx = 0;
   reg sent_stop = 0;
   reg [UART_CYCLE_CNT_WIDTH-1:0] uart_cycle_cnt = 0;
   always @(posedge sysclk) begin
      case (state)
         STATE_IDLE: begin
            sent_stop <= 1'b0;
            ready <= 1'b0;
            data_idx <= 3'd0;
            uart_cycle_cnt <= 0;
            if (start) begin
               serial <= 1'b0;  
               state <= STATE_TX;
            end
         end
         STATE_TX: begin
            if (uart_cycle_cnt == CLK_CYCLES_PER_SYMBOL-1) begin
               serial <= data[data_idx];
               if (data_idx == DATA_LENGTH-1) begin
                  state <= PARITY ? STATE_PARITY : STATE_STOP;
               end
               uart_cycle_cnt <= 0;
               data_idx <= data_idx+1;
            end else begin
               uart_cycle_cnt <= uart_cycle_cnt + 1;
            end
         end
         STATE_PARITY: begin
            if (uart_cycle_cnt == CLK_CYCLES_PER_SYMBOL-1) begin
               serial <= PARITY[0] ^ (^data);
               uart_cycle_cnt <= 0;
               state <= STATE_STOP;
            end else begin
               uart_cycle_cnt <= uart_cycle_cnt + 1;
            end
         end
         STATE_STOP: begin
            if (uart_cycle_cnt == CLK_CYCLES_PER_SYMBOL-1) begin
               if (DOUBLE_STOPBIT && !sent_stop) begin
                  serial <= 1'b1;  
                  sent_stop <= 1'b1;
                  uart_cycle_cnt <= 0;
               end else begin
                  serial <= 1'b1;  
                  ready <= 1'b1;
                  uart_cycle_cnt <= 0;
                  state <= STATE_IDLE;
               end
            end else begin
               uart_cycle_cnt <= uart_cycle_cnt + 1;
            end
         end
         default: begin
            serial <= 1'b1;
            uart_cycle_cnt <= 0;
            sent_stop <= 1'b0;
            ready <= 1'b0;
            state <= STATE_IDLE;
         end
    endcase
  end
endmodule
</file>
<file path="run.sh">
#!/bin/bash
# OpenROAD 26Q1-2900-gdf79404cd8, Yosys 0.63+post, stock flow scripts
make -C /OpenROAD-flow-scripts/flow DESIGN_CONFIG=/design/flow/config.mk WORK_HOME=/design/flow/orfs finish
</file>
<file path="config.mk">
export PLATFORM = sky130hd
export DESIGN_NAME = uart_tx
export DESIGN_NICKNAME = uart_tx
export VERILOG_FILES = /design/flow/design.v
export SDC_FILE = /design/flow/constraint.sdc
export NUM_CORES = 4
export LEC_CHECK = 1
export CORE_AREA = 10 10 95 95
export DIE_AREA = 0 0 105 105
</file>
<file path="constraint.sdc">
current_design uart_tx

set clk_period 3.2
set clk_io_pct 0.2

create_clock -name clk0 -period $clk_period [get_ports {sysclk}]

set non_clock_inputs [all_inputs -no_clocks]
set_input_delay [expr $clk_period * $clk_io_pct] -clock clk0 $non_clock_inputs
set_output_delay [expr $clk_period * $clk_io_pct] -clock clk0 [all_outputs]
</file>
==> out/metrics.cfg <==
[setup_path]
cp.required_ns = 3.15
cp_top_family = simple AND/OR/NAND/NOR gates
cpPeakStageDelay_ns = 0.49
reg2reg_slack_ns = 1.01
r2r-start = uart_cycle_cnt[0]
critPathKind = reg -> reg
worst-path-buf-inv = 0
r2r_cells = 5
crit_chain = ha_1 -> or4b_4 -> nor4_4 -> nand2_1 -> a211oi_2
worstPathArrival_ns = 2.13
cp-start-kind = flip-flop
end_kind = flip-flop
crit_fanout = 6
r2r_end = state[0]
crit_slowest_cell = or4b_4

[timing]
finClkSkew_ns = 0.001731
layout_min_cycle_time_ns = 2.188
setup_violations = 0
finalSetupTns_ns = 0
final.period_utilization_pct = 68.37
fmax_ghz = 0.4570
whs_ns = 0.4516
drv_slew = 0
slew_headroom_pct = 67.52
tightestPinTransition_ns = 0.4820
setup_slack_ns = 1.012
rsz0062_at_grt = false
hold_viol = 0

[die]
fp-utilization_pct = 17.08
row_count = 30
chipHeight_um = 105
core_area_um2 = 6907
die_w_um = 105
io_pins = 12
die_area_um2 = 11030

[cts]
clk_pin_slew_worst_paths_ns = 0.07
cts_buffer_depth = 2
post_cts_buffers = 0
ctsHoldBuffers = 0
cts_tree = built
postCtsResizedCells = 0
root_buffer = clkbuf_8
cts_made_buffers = 3
htreeDepth = 1
clk_latency_ns = 0.25
clock_sinks = 21

[finish]
ff_latch_area_um2 = 490.5
mi_logic_area_um2 = 651.9
syn_to_final_growth_pct = 22.37
fillers = 751
mostFrequentLayoutCells = nor2_1 (17), xnor2_1 (15), dfxtp_1 (14), clkdlybuf4s50_1 (11), nand2_1 (9)
finalNonFillerCells = 229
drive_gt1_share_pct = 7.519
layout_top_cell = nor2_1

[route]
vias = 815
drt_wl_total_um = 1967
remaining_drc_errors = 0
diodes = 0
avgViaCountPerCell = 3.559
final_antenna_net_count = 0
firstDrtPassIters = 4
drt_iter0_markers = 17
wire_per_inst_um = 8.590

[global_route]
antenna_found_initial = 0
grt_pass1_wl_um = 3450
overflow = 0
grt_max_degree = 14
track_usage_pct = 3.528
grt_pass1_vias = 804

[logic_synthesis]
synth_area_um2 = 1180
syn_inst = 119
yosysTopAreaCell = dfxtp_1
ys.flops = 21
area_leaders = dfxtp_1 (24%), edfxtp_1 (18%), xnor2_1 (11%)
top_area_share_pct = 23.75
syn_avg_cell_area_um2 = 9.915
ys.warnings.count = 1
yosys_cells = 119
synth.distinct_cells = 31
yosys.stat.chipArea_um2 = 1180
synth_seq_share_pct = 41.57

[power_and_ir_drop]
p_int_w = 0.0006316
p_seq_share_pct = 45.3
clock_power_share_pct = 17.6
p_sw_w = 0.0003156
p_sw_share_pct = 33.32
ir_drop_mv = 0.1735
power_density_nw_per_um2 = 656.0
p_leak_nw = 0.4944
combinationalPowerShare_pct = 37.2

[placement]
dp.final_hpwl_um = 1537
dp_cells = 225
place_congestion = 0.7892
port-buffer-count = 11
place_ws_ns = 1.005

[flow_run]
cap_violations = 0
warnings = 29

[outcome]
run_status = complete, no violations

[worst_hold_path]
whs_path_depth = 1
hold_path_end = uart_cycle_cnt[0]
hold_class = reg -> reg
worstHoldStart = uart_cycle_cnt[0]

## how the worst max path moves through the flow
| stage | from | to | slack, ns | cells past startpoint |
|---|---|---|---|---|
| CTS | uart_cycle_cnt[0] | state[0] | 1.01 | 5 |
| global route | uart_cycle_cnt[0] | state[0] | 0.88 | 5 |
| finish | uart_cycle_cnt[0] | state[0] | 1.01 | 5 |
## metal layers
| layer | GRT usage [%] | share of wire, % | vias to the layer above |
|---|---|---|---|
| li1 | - | - | 438 |
| met5 | 0 | 0 | - |
| met2 | 6.139 | 46 | 6 |
| met4 | 0.8824 | 2.1 | 0 |
| met3 | 0.3727 | 1.5 | 2 |
| met1 | 4.552 | 51 | 369 |
## cell usage after synthesis, drive strengths merged
master	number
or2	1
buf	1
o21ai	4
nor2b	2
inv	7
a22oi	1
and2	2
nand3	5
dfxtp	14
nand2b	2
or4b	1
mux2i	3
nor3	4
a211oi	1
xor2	3
or4bb	1
mux4	1
nand4	1
nor2	17
nand2	9
or3	2
edfxtp	7
or4	1
nor4	2
and3	1
ha	8
a221oi	1
xnor2	15
a21oi	2
## layout make-up
cell class | instances | area share, %
clock buffers | 4 | 3.120
inverters | 7 | 1.820
multi-input cells | 90 | 45.15
flip-flops and latches | 21 | 33.97
well taps | 96 | 8.319
repair buffers | 11 | 7.626
## state kept, by name, summed over array words and instances, names as in the netlist
register	flops
serial	1
ready	1
state	2
uart_cycle_cnt	14
data_idx	3
## cells by family after synthesis
kind of cell    after synthesis  synth area share, %
simple gates                 51                23.97
flops                        21                41.57
xor+xnor                     18                13.36
compound gates                9                4.984
buf+inv                       8                3.182
fa+ha+maj                     8                8.484
mux                           4                4.454
## power groups by stage
stage | clock network [W] | logic (W) | registers [W]
finish | 0.000166 | 0.000352 | 0.000429
global route | 0.000182 | 0.000399 | 0.000442
CTS | 0.000176 | 0.000355 | 0.000430
## through the flow
step | power, W | cell area (µm²) | utilization (%)
global route | 0.001023 | 1444 | 20.91
finish | 0.0009472 | 1444 | 20.91
detailed placement | 0.0007894 | 1399 | 20.25
floorplan | 0.0006996 | 1180 | -
CTS | 0.0009612 | 1444 | 20.91
global placement | 0.0007912 | 1399 | 20.25
Power and IR drop assume default switching activity.
